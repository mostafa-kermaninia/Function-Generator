==> design/flow/design.v <==
module Result_mux (ResultSrc, ALUres, ReadData, PC4, ImmExt, Result);
    input [1:0]ResultSrc;
    input [31:0] ALUres, ReadData, PC4, ImmExt;
    output reg [31:0] Result;
    always @(ResultSrc, ALUres, ReadData, PC4, ImmExt) begin
        case (ResultSrc)
            2'b00: Result= ALUres;
            2'b01: Result= ReadData;
            2'b10: Result= PC4;
            2'b11: Result= ImmExt;
            default: Result=32'd0;
        endcase
    end
endmodule
==> design/flow/run.sh <==
#!/bin/bash
# OpenROAD 26Q1-2900-gdf79404cd8, Yosys 0.63+post, stock flow scripts
make -C /OpenROAD-flow-scripts/flow DESIGN_CONFIG=/design/flow/config.mk WORK_HOME=/design/flow/orfs finish
==> design/flow/config.mk <==
export PLATFORM = sky130hd
export DESIGN_NAME = Result_mux
export DESIGN_NICKNAME = Result_mux
export VERILOG_FILES = /design/flow/design.v
export SDC_FILE = /design/flow/constraint.sdc
export NUM_CORES = 4
export LEC_CHECK = 1
export CORE_AREA = 10 10 95 95
export DIE_AREA = 0 0 105 105
==> design/flow/constraint.sdc <==
current_design Result_mux

set clk_period 1.0
set clk_io_pct 0.2

create_clock -name clk0 -period $clk_period

set non_clock_inputs [all_inputs -no_clocks]
set_input_delay [expr $clk_period * $clk_io_pct] -clock clk0 $non_clock_inputs
set_output_delay [expr $clk_period * $clk_io_pct] -clock clk0 [all_outputs]
==> deck_impl_summary.md <==
Implementation Results

Run status
  • Outcome: finished, violations left
  • Failing checks: setup timing

Finish
  • Fraction of layout cells with a size suffix above 1: 38.5%
  • Seq cells: 0
  • Final core occ: 34.6%
  • Clkbuf count: 0
  • P&R area growth vs syn: 194%
  • Sequential Area: 0 um^2
  • Post-route insts no fill: 306

Power
  • Tot Pwr: 862 uW
  • Pwr dens: 361 mW/mm^2
  • P_leak: 0.00113 uW
  • Max VDD drop: 0.154 mV

Critical path
  • CP Launch Point: ResultSrc[0]
  • Critical Path Sink Type: primary output
  • Top cell by count, worst path: buf_12
  • CP Max Fanout: 5
  • Worst endpoint required time: 800 ps
  • CP Data Arrival Time: 1140 ps
  • WP depth: 5
  • CP bufs+invs: 4
  • End point of the critical path: Result[20]
  • Top Family by Delay on Critical Path: multiplexers
  • Startpoint types: input port
  • Critical path cell sequence: buf_12 -> buf_12 -> buf_6 -> mux4_2 -> buf_2
  • CP peak stage delay: 480 ps
  • Crit Path Category: input port to primary output
  • Slowest-stage cell, CP: mux4_2

Die
  • # rows: 30
  • Core area: 0.00691 mm^2
  • Total die size: 0.0110 mm^2
  • Die W: 105 um
  • Fp util: 11.8%
  • Chip height: 105 um
  • Ports: 162

Timing
  • Final WS setup: -337 ps
  • Final period utilization: 134%
  • Setup violators final: 32
  • Final Max Slew Viols: 0
  • Unrepaired setup endpoints after global routing: yes
  • Max_slew headroom: 88.2%
  • Worst slew pin tran: 176 ps
  • Hold_ws: 883 ps
  • Final hold violations: 0
  • Min Clock Period, post-route: 1340 ps
  • Max Clock Freq: 748 MHz

Global routing
  • Largest net degree at the start of global routing: 14
  • Vias in the first global route: 1,542
  • Initial antenna violation count: 3
  • Total gr overflow: 0
  • First-pass GRT wire length: 9600 um
  • Tot GR Track Use: 11.4%

Logic synthesis
  • Netlist cell types: 5
  • Yosys cell count: 39
  • Mapped Area: 815 um^2
  • Synthesized instance count: 39
  • Cell area leaders: mux4_2, buf_12, mux4_1
  • Synth Seq Share: 0%
  • Ys Warns: 1
  • Syn avg cell area: 20.9 um^2
  • Area leader share: 82.9%
  • Cell with the most instances after synthesis: mux4_2
  • Area leader, netlist: mux4_2
  • Yosys Chip Area: 815 um^2
  • Synth top cells by count: mux4_2, buf_12, buf_2, mux4_1, buf_6

Worst hold path
  • Hold Path Class: input port to primary output
  • Hold Path Origin: ImmExt[3]
  • Hold path depth: 3

Placement
  • Dpl cells: 294
  • Pre-CTS setup slack: -905 ps
  • Routability Congestion: 0.821
  • I/O Buffers: 162

Detailed routing
  • DRC viols: 0
  • Vias per cell: 4.09
  • Drt first-iter violations: 13
  • Final WL: 6480 um
  • DR pass1 iterations: 4
  • Routed WL per cell: 21.2 um
  • Vias post-DR: 1,251
  • Remaining antenna violation count: 0

Flow run
  • OpenROAD warnings: 35
  • Max-cap violations: 0

Clock network
  • Hold_buf cts: 0
## kinds of logic (layout without fill, tap and decap cells)
kind of cell | Yosys count | count (layout) | share of synthesized area (%)
mux | 32 | 32 | 89.4
buf+inv | 7 | 176 | 10.6
other cells | 0 | 2 | 0
## how the worst min path moves through the flow
stage	to	slack, ps
CTS	Result[3]	880
global route	Result[17]	900
finish	Result[3]	880
## power breakdown
part | switching [uW] | internal, uW | total, uW
combinational | 229 | 633 | 862
clock | 0 | 0.000267 | 0.000267
sequential | 0 | 0 | 0
## worst min-delay path, stage by stage
cell	delay (ps)
dlygate4sd2_1	190
mux4_2	210
buf_2	90
## layout make-up
class,instances,area (um^2)
Fill cell,753,4520
Timing Repair Buffer,176,1550
Multi-Input combinational cell,32,721
Tap cell,96,120
Antenna cell,2,5.00
## stage by stage
step                      area, um^2  setup TNS (ps)
after detailed placement        2530          -28020
after global routing            2390          -10680
after CTS                       2380           -9870
after floorplan                  823           -2750
after global placement          2530          -28180
final                           2390           -9480
## cells in the final DEF (no fill, tap or decap)
master	count
mux4_2	32
diode_2	2
buf_12	6
buf_4	3
buf_6	3
buf_16	3
buf_2	33
dlygate4sd2_1	128
## metal layers
metal | wire length, um | global-route usage, %
met5 | 25 | 0
met3 | 928 | 6.58
met2 | 2810 | 17.9
met1 | 2710 | 14.3
met4 | 3 | 0
## timing repair
item                                    4_1_cts  5_1_grt
setup buffers                                 7        0
cloned                                        3        0
endpoints found under the setup margin       32       32
resized                                     241        1
hold endpoints to repair                      0        0
No activity file was given, so power comes from the tool's default toggle rates.
