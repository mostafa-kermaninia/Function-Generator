==> /design/flow/design.v <==
module Register_file(clk,rst, RegWrite, A1, A2, A3, WD3, RD1, RD2);
    input clk, rst;
    input RegWrite;
    input [4:0] A1;
    input [4:0] A2;
    input [4:0] A3;
    input [31:0] WD3;
    output [31:0] RD1;
    output [31:0] RD2;
    reg [31:0] registers [31:0];
    always @(posedge clk or posedge rst) begin
      if (rst) registers[0]=32'd0;
      else if (RegWrite)
	    begin
	        registers[A3] <= WD3;
      end
    end
    assign RD1 = registers[A1];
    assign RD2 = registers[A2];
    assign registers[0]=32'd0;
endmodule
==> /design/flow/run.sh <==
#!/bin/bash
# OpenROAD 26Q1-2900-gdf79404cd8, Yosys 0.63+post, stock flow scripts
make -C /OpenROAD-flow-scripts/flow DESIGN_CONFIG=/design/flow/config.mk WORK_HOME=/design/flow/orfs finish
==> /design/flow/config.mk <==
export PLATFORM = sky130hd
export DESIGN_NAME = Register_file
export DESIGN_NICKNAME = Register_file
export VERILOG_FILES = /design/flow/design.v
export SDC_FILE = /design/flow/constraint.sdc
export NUM_CORES = 4
export LEC_CHECK = 1
export CORE_UTILIZATION = 50
==> /design/flow/constraint.sdc <==
current_design Register_file

set clk_period 7.9
set clk_io_pct 0.2

create_clock -name clk0 -period $clk_period [get_ports {clk}]

set non_clock_inputs [all_inputs -no_clocks]
set_input_delay [expr $clk_period * $clk_io_pct] -clock clk0 $non_clock_inputs
set_output_delay [expr $clk_period * $clk_io_pct] -clock clk0 [all_outputs]
==> flow_metrics.py <==
# Generated from Yosys and OpenROAD reports
metrics = {
    "route": {
        "wire_per_inst_um": 44.48,
        "firstDrtPassIters": 9,
        "vias": 35180,
        "drc": 0,
        "vias_per_cell": 7.828,
        "finalWirelength_um": 199900,
        "drt_iter0_drc": 3780,
        "ant_nets": 0,
    },
    "power": {
        "pwr_density_cell_mw_per_mm2": 229.1,
        "leakagePower_nw": 17.30,
        "pwr-share-clk": 0.429,
        "peakVddDrop_uv": 183.9,
        "power_frac_comb": 0.072,
        "internal_power_mw": 9.041,
        "switching_power_mw": 2.693,
        "switching_share": 0.2295,
        "power.share.sequential": 0.498,
    },
    "grt": {
        "grt_pass1_wl_um": 272500,
        "track_usage": 0.4924,
        "grt_max_degree": 75,
        "gr-total-overflow": 0,
        "antenna_found_initial": 12,
        "grt_pass1_vias": 36730,
    },
    "sta": {
        "fin_crit_ps": 7489,
        "slew_headroom": 0.1776,
        "holdWs_ps": 1690,
        "fmax_ghz": 0.1335,
        "rsz0062_at_grt": "no",
        "fin_setup_tns_ps": 0,
        "finalClockPeriodUsage": 0.9480,
        "hold_viol_final": 0,
        "worstMarginPinSlew_ps": 1228,
        "setup_slack_ps": 411.0,
        "slew_viol_final": 0,
        "finalSetupViolations": 0,
    },
    "status": {
        "status": "finished, final reports clean",
    },
    "layout": {
        "reg_top3": "registers x992",
        "area_delta_synth_final_pct": 15.52,
        "largest_reg_flops": 992,
        "fin_area_sq_mm": 0.05121,
        "comb_area_sq_mm": 0.01370,
        "drive_gt1_frac": 0.1556,
        "regMostFlops": "registers",
        "fillCellCount": 6585,
        "register_area_sq_mm": 0.02979,
    },
    "clock_network": {
        "cts_buffer_depth": 3,
        "numCtsBuffers": 105,
        "ctsResizeCount": 0,
        "cts_setup_buffers": 0,
        "ctsHoldBuffers": 0,
        "cts_tree": "built",
        "root_buffer": "clkbuf_16",
        "path_clk_slew_ps": 60,
        "cts.sinks": 992,
        "htree_levels": 3,
    },
    "logic_synthesis": {
        "synthesis.area_sq_mm": 0.04433,
        "postSynthAreaPerCell_sq_um": 14.30,
        "yosys.stat.seqShare": 0.6720,
        "ys_warn_count": 3,
        "ys_types": 63,
        "synth_cells": 3099,
        "top_area_cell": "edfxtp_1",
        "ff_type": "edfxtp_1",
        "ys_cells": 3099,
        "numSynthFlops": 992,
        "top_cell": "edfxtp_1",
        "top_area_frac": 0.6720,
        "topCellsByArea": "edfxtp_1 67%, a22oi_1 5.7%, and3_1 3.5%",
        "edf_count": 992,
        "common_cells": "992 x edfxtp_1, 335 x a22oi_1, 245 x and3_1",
        "ys_chip_area_sq_mm": 0.04433,
        "async_flop_share": 0,
    },
    "floorplan": {
        "fp_util": 0.5078,
        "die-area_sq_mm": 0.08985,
        "die_y_um": 299.8,
        "num_io_pins": 114,
        "num_rows": 108,
        "coreArea_sq_mm": 0.08729,
        "die_width_um": 299.8,
    },
    "critical_path": {
        "cp.required_ps": 6320,
        "start_kind": "input pin",
        "critPathKind": "input pin to output port",
        "end_kind": "output port",
        "path_max_fanout": 22,
        "critPathArrivalTime_ps": 5910,
    },
    "placed_design": {
        "io_buffers": 113,
        "place_ws_ps": 787.2,
        "dp_hpwl_um": 118800,
        "place_congestion": 1.109,
        "dpl_cell_area_sq_mm": 0.04770,
    },
    "flow_run": {
        "warning_count": 25,
        "max_cap_viol_count": 0,
    },
    "min_path": {
        "hp-class": "input pin to register",
    },
}
cells by family (layout without fill, tap and decap cells):
family                 Yosys count  count (layout)  synth area share
buffers and inverters          275             504           0.02817
other                            0              11                 0
and+or+nand+nor                967             967            0.1256
muxes                          123             123           0.03709
DFF                            992             992            0.6720
AOI/OAI and AO/OA              742             742            0.1371
worst max-delay path, cell delays in order:
cell,delay (ps)
clkdlybuf4s50_1,850
nor3b_2,1170
buf_4,390
and2_2,460
buf_12,340
a22oi_1,170
nand4_1,110
or4_1,290
clkdlybuf4s50_1,520
power by group through the flow:
| stage | clock, mW | sequential, mW | combinational, mW |
|---|---|---|---|
| 6_report | 5.04 | 5.85 | 0.848 |
| 5_1_grt | 5.24 | 5.85 | 0.860 |
| 4_1_cts | 5.05 | 5.85 | 0.802 |
worst paths after layout:
kind  startpoint               end  depth (start not counted)
max        A2[0]           RD2[26]                          9
min       WD3[4]  registers[29][4]                          2
through the flow:
stage                 util  instances  power, mW
CTS                 0.5863       4483      11.70
finish              0.5866       4494      11.73
detailed placement  0.5464       4292      6.758
global placement    0.5464       4292      6.755
global route        0.5864       4487      11.95
floorplan                -       3099      6.270
metal layers:
| layer | track usage | share of wire | up-vias |
|---|---|---|---|
| met1 | 0.5322 | 0.28 | 16510 |
| li1 | - | - | 13360 |
| met4 | 0.3009 | 0.089 | 30 |
| met2 | 0.6235 | 0.41 | 4169 |
| met3 | 0.4479 | 0.22 | 1111 |
| met5 | 0.09524 | 0.0033 | - |
final cells by class:
type,instances,share of cell area
Sequential cell,992,0.5817
Multi-Input combinational cell,1832,0.2674
Timing Repair Buffer,313,0.05410
Clock buffer,117,0.05302
Tap cell,1155,0.02822
Clock inverter,74,0.01498
Antenna cell,11,0.0005375
cell usage in the layout, fill, tap and decap left out, drive strengths merged, types with 10 or more instances in the layout:
| master | instances |
|---|---|
| edfxtp | 992 |
| a22oi | 335 |
| and3 | 246 |
| nand3 | 242 |
| buf | 204 |
| nand4 | 132 |
| clkbuf | 117 |
| clkdlybuf4s50 | 109 |
| a22o | 84 |
| a2111oi | 81 |
| nand2 | 80 |
| mux2i | 72 |
| nor2 | 67 |
| a32oi | 52 |
| clkinv | 49 |
| or4 | 38 |
| a221oi | 38 |
| and2 | 38 |
| mux4 | 31 |
| a32o | 24 |
| nor4 | 22 |
| a2bb2oi | 21 |
| mux2 | 20 |
| a21oi | 20 |
| a221o | 20 |
| nand3b | 18 |
| o221ai | 16 |
| a211oi | 15 |
| and4 | 14 |
| bufinv | 14 |
| nand2b | 12 |
| nor3b | 12 |
| diode | 11 |
| nor3 | 11 |
| nor2b | 10 |
Power is estimated from default activity; no workload was simulated.
