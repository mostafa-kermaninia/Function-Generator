**design/flow/design.v**
```verilog
module ALU (SrcA, SrcB, ALUControl, ALUResult, zero, gte, lt);
    input [31:0] SrcA, SrcB;
    input [2:0] ALUControl;
    output reg [31:0] ALUResult;
    output  zero, gte, lt;
    wire [1:0] comp_mode;
    assign mode_choose= SrcA[31] & SrcB[31];
    always @(SrcA, SrcB, ALUControl) begin
        case (ALUControl)
            3'd0: ALUResult = SrcA+SrcB;
            3'd1: ALUResult = SrcA-SrcB;
            3'd2: ALUResult = SrcA & SrcB;
            3'd3: ALUResult = SrcA | SrcB;
            3'd4: ALUResult = SrcA ^ SrcB;
            3'd5:case (comp_mode)
                1'b0: ALUResult = (SrcA[31] == 1) ? 32'd1 :
				   (SrcB[31] == 1) ? 32'd0 :
				   (SrcA < SrcB) ? 32'd1 : 32'd0;
                1'b1: ALUResult = (SrcA > SrcB) ? 32'd1 : 32'd0; 
            endcase  
            3'd6: ALUResult= (SrcA < SrcB) ? 32'd1 : 32'd0;  
            default: ALUResult=32'd0;
        endcase
    end
    assign zero = (ALUResult == 0)? 1'b1 :1'b0; 
    assign gte = (SrcA >= SrcB)? 1'b1 :1'b0;
    assign lt = (SrcA < SrcB)? 1'b1 :1'b0;
endmodule
```
**design/flow/run.sh**
```bash
#!/bin/bash
# OpenROAD 26Q1-2900-gdf79404cd8, Yosys 0.63+post, stock flow scripts
make -C /OpenROAD-flow-scripts/flow DESIGN_CONFIG=/design/flow/config.mk WORK_HOME=/design/flow/orfs finish
```
**design/flow/config.mk**
```make
export PLATFORM = sky130hd
export DESIGN_NAME = ALU
export DESIGN_NICKNAME = ALU
export VERILOG_FILES = /design/flow/design.v
export SDC_FILE = /design/flow/constraint.sdc
export NUM_CORES = 4
export LEC_CHECK = 1
export CORE_UTILIZATION = 40
```
**design/flow/constraint.sdc**
```tcl
current_design ALU

set clk_period 26.0
set clk_io_pct 0.2

create_clock -name clk0 -period $clk_period

set non_clock_inputs [all_inputs -no_clocks]
set_input_delay [expr $clk_period * $clk_io_pct] -clock clk0 $non_clock_inputs
set_output_delay [expr $clk_period * $clk_io_pct] -clock clk0 [all_outputs]
```
==> results_dict.tcl <==
# collected from the flow reports
set metrics [dict create \
    sequential_cell_area_sq_um 0 \
    timing.critical_path.cells "clkdlybuf4s50_1, inv_1, ha_1, nor2b_1, a211oi_4, a21oi_1, or4_1, a2111oi_0, o31ai_1, mux2_2, o21ai_1, or4b_2, or4_1, nor2_1, clkdlybuf4s50_1" \
    run_status "completed" \
    yosysWarnings 4 \
    dr_wl_cell_um 18.1 \
    place_inst 1135 \
    final.period_utilization 0.597 \
    violation_count_after_the_first_detailed_routing_iteration 727 \
    layoutNonFillerInstCount 1135 \
    unrepaired_setup_endpoints_after_global_routing "false" \
    netlist_area_sq_um 5770 \
    routed_via_density 6.04 \
    grt_use_met2 0.433 \
    die_y_um 122 \
    comb_area_sq_um 5130 \
    core_region_area_sq_um 14000 \
    hold_buffers 0 \
    global_route.usage.met1 0.417 \
    first_pass_grt_wire_length_um 32500 \
    power_per_cell_area_nw_per_um2 22.3 \
    port_buffers 102 \
    critical_path_required_ps 20800 \
    ir_worst_vdd_v 0.00000805 \
    routed_wirelength_um 20500 \
    syn_avg_cell_area_sq_um 6.41 \
    via_count_of_the_first_global_routing_pass 6147 \
    globalplace.congestion 0.985 \
    num-clock-buffers 0 \
    critPathMaxFanout 8 \
    timing_worst_setup_path_type "in -> out" \
    ios 102 \
    synth_area_leader_cell "ha_1" \
    ant_nets_after_route 0 \
    antenna_cells 0 \
    finalHoldViolations 0 \
    cts.repair.resized 0 \
    synthCells 901 \
    post-route-drc-count 0 \
    synthTopCellsByCount "inv_1 (106), ha_1 (100), a21oi_1 (90)" \
    grt_usage 0.278 \
    tightest_slew_ps 757 \
    grt_max_degree 35 \
    setup-violations-final 0 \
    grt_busiest_layer "met2" \
    drv_cap 0 \
    timing.critical_path.slowest_cell_delay_ps 700 \
    dp_hpwl_um 16300 \
    worst-endpoint-arrival_ps 10330 \
    syn2layout_area_growth_pct 18.4 \
    start_kind "input port" \
    slew-limit-headroom 0.491 \
    seq_cell_count 0 \
    postSynthSeqShare 0 \
    post-synth-top-area-fraction 0.217 \
    maxClockFrequency_mhz 64.4 \
    nFillCells 1480 \
    tool_warnings 100 \
    cts_post_setup_buffers_inserted 0 \
    setup_tns_ps 0 \
    ys_chip_area_sq_um 5770 \
    floorplan.initialDensity 0.413 \
    vias 6861 \
    timing.hold.worst.class "in -> out" \
    antenna_found_initial 0 \
    crit_path_end_kind "primary output" \
    initial_drt_pass_iterations 5 \
    fin_crit_ps 15530 \
    dpl_worst_slack_ps 10570 \
    post-route-worst-setup-slack_ps 10470 \
    slowest_stage "or4_1" \
    fp-row-count 43 \
    synth_dominant_cell_count "inv_1" \
    design.die.area_sq_um 14900 \
    globalRouteMet3Util 0.0329 \
    grt_overflow 0 \
    die_width_um 122 \
    cellLeakagePower_uw 0.00300 \
    synth.area.top_cells "ha_1 (22%), a21oi_1 (7.8%), inv_1 (6.9%)" \
    yosysCellCount 901 \
    drv_slew 0 \
    ys_types 79 \
    layout-drive-gt1-share 0.0387 \
]
-- critical path, delay by kind of cell --
family,cells,cell delay (ps)
compound gates,5,1230
fa+ha+maj,1,490
buf+inv,3,1050
mux,1,250
simple gates,5,2110
-- worst paths after layout --
check                startpoint             to  slack, ps  cells past startpoint
setup / recovery        SrcA[4]           zero      10470                     15
hold / removal    ALUControl[0]  ALUResult[29]      11470                      5
-- cell usage in the layout (no fill, tap or decap), drive strengths merged, types with 20 or more instances in the layout --
cell and n:
o211ai 20, nand2 76, nor3 31, clkdlybuf4s50 101, o21ai 69, nor2 62
a21oi 90, inv 106, ha 100, nand3 20
-- metrics by stage --
| stage | cell area [sq um] | hold slack [ps] | power (uW) | utilization |
|---|---|---|---|---|
| after global routing | 6840 | 11520 | 167 | 0.489 |
| after floorplan | 5770 | 10600 | 92.7 | - |
| final | 6840 | 11470 | 152 | 0.489 |
| after CTS | 6840 | 11480 | 150 | 0.489 |
| after global placement | 6840 | 11460 | 150 | 0.489 |
| after detailed placement | 6840 | 11480 | 149 | 0.489 |
-- report_power, final --
| part | internal [uW] | switching, uW |
|---|---|---|
| Clock | 0 | 0 |
| Sequential | 0 | 0 |
| Combinational | 65.4 | 87.1 |
| Total | 65.4 | 87.1 |
-- per-layer routing --
layer / wire, um / vias to the layer above
li1: - / 3394
met1: 9690 / 3106
met2: 8720 / 333
met3: 1800 / 28
met4: 313 / 0
met5: 0 / -
-- layout make-up --
type                       count  share of cell area
multi-input combinational    737               0.750
tap                          180              0.0329
timing repair buffer         110               0.157
inverter                     108              0.0593
-- cell families after synthesis --
kind of cell,after synthesis,share of synthesized area
muxes,9,0.0180
xor gates and xnor gates,11,0.0167
AOI/OAI and AO/OA,329,0.380
and+or+nand+nor,286,0.251
adders and majority gates,102,0.224
buffers and inverters,164,0.111
No activity file was given, so power comes from the tool's default toggle rates.
